## ./design.v

```verilog
module WB_slice(clk, rst, stall, flush, PCret_in, WB_in, ALU_in, MemData_in, RegData,
                Ret, PCret, write_addr, RegWrite);
input clk, rst;
input stall, flush;
input [6:0] WB_in;
input [15:0] PCret_in;
input [15:0] ALU_in, MemData_in;
output [15:0] RegData;
output [15:0] PCret;
output [3:0] write_addr;
output RegWrite;
output Ret;
reg [6:0] WB;
reg [15:0] PCret;
reg [15:0] ALU, MemData;
wire MemToReg;
assign MemToReg = WB[0];
assign Ret = WB[1];
assign RegWrite = WB[2];
assign write_addr = WB[6:3];
always @(posedge clk, posedge rst) begin
  if(rst) begin
    WB <= 7'h0;
    PCret <= 16'h0000;
    ALU <= 16'h0000;
    MemData <= 16'h0000;
  end else begin
    WB <= WB_in;
    PCret <= PCret_in;
    ALU <= ALU_in;
    MemData <= MemData_in;
  end
end
assign RegData = MemToReg ? MemData : ALU;
endmodule
```

## ./run.sh

```bash
#!/bin/bash
# OpenROAD 26Q1-2900-gdf79404cd8, Yosys 0.63+post, stock flow scripts
make -C /OpenROAD-flow-scripts/flow DESIGN_CONFIG=/design/flow/config.mk WORK_HOME=/design/flow/orfs finish
```

## ./config.mk

```make
export PLATFORM = sky130hd
export DESIGN_NAME = WB_slice
export DESIGN_NICKNAME = WB_slice
export VERILOG_FILES = /design/flow/design.v
export SDC_FILE = /design/flow/constraint.sdc
export NUM_CORES = 4
export LEC_CHECK = 1
export CORE_AREA = 10 10 113 113
export DIE_AREA = 0 0 123 123
```

## ./constraint.sdc

```tcl
current_design WB_slice

set clk_period 2.5
set clk_io_pct 0.2

create_clock -name clk0 -period $clk_period [get_ports {clk}]

set non_clock_inputs [all_inputs -no_clocks]
set_input_delay [expr $clk_period * $clk_io_pct] -clock clk0 $non_clock_inputs
set_output_delay [expr $clk_period * $clk_io_pct] -clock clk0 [all_outputs]
```

==> out/metrics.cfg <==
[global_route]
grt_max_degree=31
grt_overflow=0
antenna_found_initial=0
grt_first_pass_wirelength_um=6090
grt_pass1_vias=1037
grtUsageTotal_pct=5.29

[floorplanning]
chip_area_mm2=0.0151
num_rows=37
core_mm2=0.0103
chipWidth_um=123
initCoreUtil_pct=15.8
chipHeight_um=123
io_pins=97

[synthesis]
ys_cells=74
synth_cells=74
synth_top_area_share_pct=84.5
synth.largest_area_cell=dfrtp_1
ys_top_cells_by_area=dfrtp_1 (84%), mux2_4 (9.2%), mux2_2 (4.1%)
syn_area_per_cell_um2=22.0
yosys_area_mm2=0.00163
synthFlopType=dfrtp_1
syn_area_mm2=0.00163
yosysWarnings=1
synth_cell_types=6
edf_count=0
post-synth-top-count-cell=dfrtp_1
yosysSeqAreaShare_pct=84.5
synth-async-reset-ratio_pct=100
common_cells=dfrtp_1 (55), mux2_4 (10), mux2_2 (6)
ys_ff=55

[min_path]
hold_path_class=primary input to async pin

[detailed_routing]
wl_per_cell_um=13.3
drt-total-wl_um=4140
num_antenna_cells=0
drtIter0Drc=34
drc=0
vias_per_cell=3.04
final_antenna_net_count=0
dr.pass1.iters=2
vias=948

[job]
log.warning_count=27
cap_violations=0

[worst_setup_path]
path_max_fanout=16
criticalPathCategory=register to primary output
cp.required_ns=2.00
startpoint_type=register
critPathCaptureType=primary output
arrival_ns=1.73

[final_timing]
finalClockPeriodUsage_pct=89.1
drv_slew=0
setup_viol=0
hold_viol=0
max_freq_mhz=449
final.setup.tns_ns=0
worst_slew_margin_rel_pct=62.8
rsz0062_at_grt=no
min_period_ns=2.23
worst_pin_slew_ns=0.557

[clocking]
cts_buffers=5
cts_resized=0
clk_pin_slew_ns=0.09
clockBufferDepth=2
cts.sinks=55
cts_setup_buffers=0
cts_tree=done
cts_root_buf=clkbuf_8
ctsHoldBuffers=0
cts_max_level=2

[finish]
drive_gt1_share_pct=14.8
stdcell_count=312
fill_cells=1026
areaGrowthSynthToFinish_pct=74.1

[place]
placed_cells_incl_taps=304
gp_congestion=0.739
io_buffers=94
dp_hpwl_um=3310

[outcome]
status=finished clean

[power]
power.leakage_nw=1.18
irDropWorstVdd_mv=0.249
power_density_mw_per_mm2=592

==> final cells by class <==
type                       count  area [um2]  area share [%]
timing repair buffer          96         968            34.1
tap                          136         170            6.00
clock buffer                   8         100            3.53
multi-input combinational     16         218            7.68
sequential                    55        1380            48.5
inverter                       1        3.75           0.132
==> routing by layer <==
metal,global-route usage [%],vias up,wire length (um)
met3,3.56,5,605
met2,7.20,61,1760
li1,-,436,-
met5,0,-,0
met4,0.509,0,42
met1,7.16,446,1730
==> where the power goes <==
part	switching (W)	internal, W
combinational	0.0000484	0.000166
clock	0.000268	0.000253
sequential	0.0000104	0.000933
total	0.000327	0.00135
==> stage by stage <==
| step | area (um2) | setup WS, ns | hold slack (ns) | power, W | util, % |
|---|---|---|---|---|---|
| after CTS | 2840 | 0.212 | 0.570 | 0.00173 | 27.5 |
| final | 2840 | 0.272 | 0.562 | 0.00168 | 27.5 |
| after floorplan | 1630 | 0.657 | 0.531 | 0.00100 | - |
| after detailed placement | 2740 | 0.570 | 0.912 | 0.00118 | 26.5 |
| after global placement | 2740 | 0.575 | 0.908 | 0.00118 | 26.5 |
| after global routing | 2840 | 0.155 | 0.602 | 0.00178 | 27.5 |
==> worst max-delay path, stage by stage, from the launching register on <==
cell and delay (ns):
dfrtp_1 0.33, buf_4 0.29, mux2_2 0.37, clkdlybuf4s50_1 0.43
==> state kept, by name, summed over array words and instances (netlist names) <==
| signal | count |
|---|---|
| ALU | 16 |
| MemData | 16 |
| PCret | 16 |
| WB | 7 |
==> cells by family after synthesis <==
logic type,Yosys count,synth area share (%)
flip-flops,55,84.5
buffers and inverters,3,2.15
multiplexers,16,13.4
==> cell usage in the layout (no fill, tap or decap), drive strengths merged <==
cell / Yosys / routed
inv: 1 / 1
buf: 2 / 2
clkdlybuf4s50: 0 / 94
dfrtp: 55 / 55
clkbuf: 0 / 8
mux2: 16 / 16
==> final timing paths <==
check,startpoint,to,cells past startpoint
max in group asynchronous,rst,WB[6]$_DFF_PP0_,3
worst max-delay path,WB[0]$_DFF_PP0_,RegData[0],3
min in group clk0,ALU_in[1],ALU[1]$_DFF_PP0_,1
worst min-delay path,rst,WB[0]$_DFF_PP0_,2
No activity file was given, so power comes from the tool's default toggle rates.
