### design/flow/design.v
module data_forwarding(clk, rst, FWD_in, r0_fwd, r1_fwd, dataDep);
input clk, rst;
input [13:0] FWD_in;
output reg [1:0] r0_fwd, r1_fwd;
output reg dataDep;
reg [7:0] write_addr;    
reg [1:0] RegWrite;
reg [1:0] MemToReg;
reg [13:0] FWD;
wire doublewrite;
always @(posedge clk, posedge rst) begin
  if(rst) begin
    write_addr   <= 8'h00;
    RegWrite     <= 2'h0;
    MemToReg     <= 2'h0;
    FWD          <= 14'h000;
  end else begin
    write_addr   <= {write_addr[3:0], FWD[11:8]};
    RegWrite     <= {RegWrite[0], FWD[12]};
    MemToReg     <= {MemToReg[0], FWD[13]};
    FWD          <= FWD_in;
  end
end
assign doublewrite = ((write_addr[7:4] == write_addr[3:0]) && (&RegWrite));
assign dataDep = ((FWD[12] && FWD[13]) && 
                  ((FWD_in[3:0] == FWD_in[3:0]) || (FWD_in[7:4] == FWD_in[3:0])));
always @(*) begin
  r0_fwd = 2'b00;
  r1_fwd = 2'b00;
  if(RegWrite[0]) begin    
    if(MemToReg[0]) begin  
      if(FWD[3:0] == write_addr[3:0]) begin
        r0_fwd = 2'b10;  
      end
      if(FWD[7:4] == write_addr[3:0]) begin
        r1_fwd = 2'b10;  
      end
    end else begin
      if(FWD[3:0] == write_addr[3:0]) begin
        r0_fwd = 2'b01;
      end
      if(FWD[7:4] == write_addr[3:0]) begin
        r1_fwd = 2'b01;
      end
    end
  end
  if(RegWrite[1] && !doublewrite) begin
    if(FWD[3:0] == write_addr[7:4]) begin
      r0_fwd = 2'b10;
    end
    if(FWD[7:4] == write_addr[7:4]) begin
      r1_fwd = 2'b10;
    end
  end
end
endmodule
### design/flow/run.sh
#!/bin/bash
# OpenROAD 26Q1-2900-gdf79404cd8, Yosys 0.63+post, stock flow scripts
make -C /OpenROAD-flow-scripts/flow DESIGN_CONFIG=/design/flow/config.mk WORK_HOME=/design/flow/orfs finish
### design/flow/config.mk
export PLATFORM = sky130hd
export DESIGN_NAME = data_forwarding
export DESIGN_NICKNAME = data_forwarding
export VERILOG_FILES = /design/flow/design.v
export SDC_FILE = /design/flow/constraint.sdc
export NUM_CORES = 4
export LEC_CHECK = 1
export CORE_AREA = 10 10 87 87
export DIE_AREA = 0 0 97 97
### design/flow/constraint.sdc
current_design data_forwarding

set clk_period 1.9
set clk_io_pct 0.2

create_clock -name clk0 -period $clk_period [get_ports {clk}]

set non_clock_inputs [all_inputs -no_clocks]
set_input_delay [expr $clk_period * $clk_io_pct] -clock clk0 $non_clock_inputs
set_output_delay [expr $clk_period * $clk_io_pct] -clock clk0 [all_outputs]
==> results.py <==
# Synthesis and PnR figures
metrics = {
    "run_status": {
        "outcome": "complete, but fails checks",
        "violations": "negative setup slack",
    },
    "global_route": {
        "grt_overflow": 0,
        "grt_usage_pct": 4.29,
        "grt_start_max_net_pins": 26,
        "grt_pass1_vias": 662,
        "grt_pass1_wl_um": 3400,
        "antenna_found_initial": 0,
    },
    "route": {
        "drcViolationCount": 0,
        "post_drt_wl_per_cell_um": 11.4,
        "routed_wl_um": 1980,
        "viasPerCell": 3.29,
        "vias": 570,
        "drtIter0Drc": 33,
        "dr.pass1.iters": 4,
        "antennaDiodeCount": 0,
        "final_antenna_net_count": 0,
    },
    "placed_design": {
        "routabilityCongestion": 0.740,
        "numPortBuffers": 20,
        "dpl.hpwl_um": 1400,
    },
    "pwr": {
        "p_leak_nw": 0.616,
        "finalPower_mw": 1.03,
        "p_per_area_mw_per_mm2": 714,
        "ir_worst_vdd_mv": 0.555,
    },
    "floorplanning": {
        "die_y_um": 97,
        "die_area_mm2": 0.00941,
        "io_pins": 21,
        "num_rows": 27,
        "fp_util_pct": 16.1,
        "core_area_mm2": 0.00564,
        "die_w_um": 97,
    },
    "critical_path": {
        "critPathLaunchType": "flop",
        "r2r-start": "write_addr[3]",
        "critPathArrivalTime_ns": 1.53,
        "end_kind": "output port",
        "worstPathRequired_ns": 1.52,
        "cp_max_fo": 3,
        "r2r_cells": 0,
        "crit_type": "flop to output port",
        "rrSetupSlack_ns": 1.28,
        "timing.rr.end": "write_addr[7]",
    },
    "sta": {
        "hold_viol_final": 0,
        "layout_setup_ws_ns": -0.0137,
        "min_period_ns": 1.91,
        "final-setup-viol-count": 2,
        "tightest_slew_ns": 0.297,
        "timing.final.max_slew_violations": 0,
        "fin_hold_ws_ns": 0.350,
        "max-slew-margin-rel_pct": 80.2,
        "rsz0062_at_grt": "yes",
        "max_freq_ghz": 0.523,
        "finalCritPeriodShare_pct": 101,
        "skew_ns": 0.00210,
    },
    "clock_tree": {
        "clockRootBuffer": "clkbuf_8",
        "cts_tree": "built",
        "htreeDepth": 1,
        "clk_latency_ns": 0.26,
        "ctsHoldBuffers": 0,
        "clk_path_buf_depth": 2,
        "clk_pin_slew_worst_paths_ns": 0.08,
        "cts_buffers": 3,
        "clock-sinks": 25,
    },
    "cells_and_area": {
        "area_growth_pct": 58.0,
        "n_fill_cell": 562,
        "drive_gt1_share_pct": 35.6,
    },
    "synth": {
        "async_flop_share_pct": 100,
        "yosys_warnings": 2,
        "netlist_area_um2": 908,
        "ys_seq_share_pct": 68.9,
        "synth_flops": 25,
        "synthTopCellsByArea": "dfrtp_1 69%, xor2_1 11%, xnor2_1 8.7%, nor4_2 4.1%, nand2_1 1.7%",
        "most_common_cell": "dfrtp_1",
        "ys_cells": 61,
        "syn_area_per_cell_um2": 14.9,
        "top_area_share_pct": 68.9,
        "yosys_area_um2": 908,
        "syn-instance-count": 61,
        "ys_types": 12,
        "largest_area_cell": "dfrtp_1",
        "synth-edff-count": 0,
        "synth-main-ff-cell": "dfrtp_1",
        "yosys-top-cells-count": "25 x dfrtp_1, 11 x xor2_1, 9 x xnor2_1",
    },
    "min_path": {
        "hp-start": "FWD[10]",
        "min_to": "write_addr[2]",
        "hold_class": "flop to flop",
        "min_path_cells": 0,
    },
    "flow_run": {
        "cap_violations": 0,
        "tool_warnings": 27,
    },
}
-- logic make-up (layout without fill, tap and decap cells) --
| family | Yosys count | after routing | synth area share (%) |
|---|---|---|---|
| simple gates | 13 | 13 | 9.37 |
| compound gates | 2 | 2 | 2.07 |
| flops | 25 | 25 | 68.9 |
| buf+inv | 1 | 41 | 0.413 |
| xor+xnor | 20 | 20 | 19.3 |
-- state kept, by name, indices dropped and copies added, names as in the netlist --
signal	count
write_addr	8
RegWrite	2
MemToReg	1
FWD	14
-- power breakdown --
part / internal, mW / total [mW] / leakage (nW) / switching [mW]
logic: 0.0922 / 0.149 / 0.302 / 0.0564
clock network: 0.149 / 0.292 / 0.0228 / 0.143
registers: 0.559 / 0.584 / 0.291 / 0.0253
-- worst max-delay path: stages, from the launching register on --
cell	delay (ns)
dfrtp_1	0.40
buf_4	0.15
xor2_2	0.15
nor4_4	0.32
o22ai_1	0.13
buf_2	0.13
-- worst max path at each step --
stage        startpoint   endpoint
5_1_grt   write_addr[7]  r0_fwd[1]
6_report  write_addr[7]  r0_fwd[1]
4_1_cts   write_addr[0]  r1_fwd[1]
-- per-layer routing --
layer / track usage (%) / part of all wire [%] / vias up
li1: - / - / 277
met1: 5.87 / 46 / 270
met2: 6.29 / 44 / 21
met3: 2.08 / 9.1 / 2
met4: 0.225 / 0.51 / 0
met5: 0 / 0 / -
-- cell type report --
cell class	count	area [um^2]	area share, %
Sequential cell	25	626	43.6
Multi-Input combinational cell	35	355	24.8
Timing Repair Buffer	36	315	22.0
Tap cell	72	90.1	6.28
Clock buffer	4	45.0	3.14
Inverter	1	3.75	0.262
-- through the flow --
step	setup TNS, ns	instance area (um^2)	util [%]	instances	worst slack (ns)
2_1_floorplan	0	908	-	61	0.509
3_3_place_gp	-0.0559	1240	21.9	158	-0.0347
3_5_place_dp	-0.0941	1240	21.9	158	-0.0549
4_1_cts	-0.139	1410	25.0	174	-0.105
5_1_grt	-0.201	1440	25.4	173	-0.108
6_report	-0.0143	1440	25.4	173	-0.0137
-- what timing repair did --
item | 4_1_cts | 5_1_grt
gates resized | 19 | 9
pin swaps | 13 | 9
setup buffers | 12 | 1
endpoints found under the hold margin | 0 | 0
setup endpoints to repair | 4 | 4
-- cell usage in the layout, fill, tap and decap left out --
cell type,instances
xor2_2,2
inv_1,1
nand2b_1,1
clkbuf_8,3
clkbuf_2,1
clkdlybuf4s50_1,16
buf_4,12
xnor2_2,7
nand4_1,2
nor4_2,2
xnor2_1,2
o22ai_1,1
o22ai_2,1
and2_1,1
nor4_4,1
dfrtp_1,25
buf_6,4
nand2_1,4
clkbuf_1,1
nor2_1,2
xor2_1,9
buf_2,3
No activity file was given, so power comes from the tool's default toggle rates.
